--- flow/config.mk ---
export PLATFORM = sky130hd
export DESIGN_NAME = check_all_transducers_Verilog
export DESIGN_NICKNAME = check_all_transducers_Verilog
export VERILOG_FILES = /design/flow/design.v
export SDC_FILE = /design/flow/constraint.sdc
export NUM_CORES = 4
export LEC_CHECK = 1
export CORE_UTILIZATION = 30
--- flow/constraint.sdc ---
current_design check_all_transducers_Verilog

set clk_period 5.9
set clk_io_pct 0.2

create_clock -name clk0 -period $clk_period [get_ports {CLK}]

set non_clock_inputs [all_inputs -no_clocks]
set_input_delay [expr $clk_period * $clk_io_pct] -clock clk0 $non_clock_inputs
set_output_delay [expr $clk_period * $clk_io_pct] -clock clk0 [all_outputs]
--- flow/design.v ---
`timescale 1ns / 1ps
module check_all_transducers_Verilog(
	 input CLK,
    output trans1,
    output trans2,
	 output trans3,
	 output trans4,
	 output trans5,
	 output trans6,
	 output trans7,
	 output trans8,
	 output trans9,
	 output trans10,
	 output trans11,
	 output trans12,
	 output trans13,
	 output trans14,
	 output trans15,
	 output trans16,
	 output trans17,
	 output trans18,
	 output trans19,
	 output trans20,
	 output trans21,
	 output trans22,
	 output trans23,
	 output trans24,
	 output trans25,
	 output trans26,
	 output trans27,
	 output trans28,
	 output trans29,
	 output trans30,
	 output trans31,
	 output trans32,
	 output trans33,
	 output trans34,
	 output trans35,
	 output trans36,
	 output trans37,
	 output trans38,
	 output trans39,
	 output trans40,
	 output trans41,
	 output trans42,
	 output trans43,
	 output trans44,
	 output trans45,
	 output trans46,
	 output trans47,
	 output trans48,
	 output trans49
    );
	reg trans1_reg = 1'b0;
	reg trans2_reg = 1'b0;
	reg trans3_reg = 1'b0;
	reg trans4_reg = 1'b0;
	reg trans5_reg = 1'b0;
	reg trans6_reg = 1'b0;
	reg trans7_reg = 1'b0;
	reg trans8_reg = 1'b0;
	reg trans9_reg = 1'b0;
	reg trans10_reg = 1'b0;
	reg trans11_reg = 1'b0;
	reg trans12_reg = 1'b0;
	reg trans13_reg = 1'b0;
	reg trans14_reg = 1'b0;
	reg trans15_reg = 1'b0;
	reg trans16_reg = 1'b0;
	reg trans17_reg = 1'b0;
	reg trans18_reg = 1'b0;
	reg trans19_reg = 1'b0;
	reg trans20_reg = 1'b0;
	reg trans21_reg = 1'b0;
	reg trans22_reg = 1'b0;
	reg trans23_reg = 1'b0;
	reg trans24_reg = 1'b0;
	reg trans25_reg = 1'b0;
	reg trans26_reg = 1'b0;
	reg trans27_reg = 1'b0;
	reg trans28_reg = 1'b0;
	reg trans29_reg = 1'b0;
	reg trans30_reg = 1'b0;
	reg trans31_reg = 1'b0;
	reg trans32_reg = 1'b0;
	reg trans33_reg = 1'b0;
	reg trans34_reg = 1'b0;
	reg trans35_reg = 1'b0;
	reg trans36_reg = 1'b0;
	reg trans37_reg = 1'b0;
	reg trans38_reg = 1'b0;
	reg trans39_reg = 1'b0;
	reg trans40_reg = 1'b0;
	reg trans41_reg = 1'b0;
	reg trans42_reg = 1'b0;
	reg trans43_reg = 1'b0;
	reg trans44_reg = 1'b0;
	reg trans45_reg = 1'b0;
	reg trans46_reg = 1'b0;
	reg trans47_reg = 1'b0;
	reg trans48_reg = 1'b0;
	reg trans49_reg = 1'b0;
	reg [10:0] pwm_base_reg = 11'h000;
	reg [9:0] pwm_duty_reg = 10'h000;
	reg [6:0] base_cycle_counter_reg = 7'h00;
	reg [15:0] count_base_reg = 16'h0000;
	wire pwmbp;
	wire pwm_out;
	wire countbp;
	wire count_reset;
	always @(posedge CLK) begin   
		if (pwmbp == 1'b1) begin   
			pwm_base_reg <= 11'h000;   
		end
		else begin
			pwm_base_reg <= pwm_base_reg + 1'b1;   
		end
	end
	assign pwmbp = (pwm_base_reg[10:0] == 11'd1249) ? 1'b1 : 1'b0;   
	always @(posedge CLK) begin   
		if (pwmbp == 1'b1) begin   
			pwm_duty_reg <= 11'h000;
		end
		else if (pwm_out == 1'b1) begin   
			pwm_duty_reg <= pwm_duty_reg + 1'b1;
		end
	end
		assign pwm_out = (pwm_duty_reg[9:0] == 10'd624) ? 1'b0 : 1'b1;   
	always @(posedge pwmbp) begin   
		if (countbp == 1'b1) begin   
			count_base_reg <= 16'h0000;
		end
		else begin
			count_base_reg <= count_base_reg + 1'b1;
		end
	end
	assign countbp = (count_base_reg[15:0] == 16'd39999) ? 1'b1 : 1'b0;   
	always @(posedge countbp) begin   
		if (count_reset == 1'b1) begin   
			base_cycle_counter_reg <= 7'h00;
		end
		else begin
			base_cycle_counter_reg <= base_cycle_counter_reg + 1'b1;
		end
	end
	assign count_reset = (base_cycle_counter_reg[6:0] == 7'd100) ? 1'b1 : 1'b0;   
	assign trans1 = (base_cycle_counter_reg[6:0] == 7'd0) ? pwm_out : 1'b0;
	assign trans2 = (base_cycle_counter_reg[6:0] == 7'd2) ? pwm_out : 1'b0;
	assign trans3 = (base_cycle_counter_reg[6:0] == 7'd4) ? pwm_out : 1'b0;
	assign trans4 = (base_cycle_counter_reg[6:0] == 7'd6) ? pwm_out : 1'b0;
	assign trans5 = (base_cycle_counter_reg[6:0] == 7'd8) ? pwm_out : 1'b0;
	assign trans6 = (base_cycle_counter_reg[6:0] == 7'd10) ? pwm_out : 1'b0;
	assign trans7 = (base_cycle_counter_reg[6:0] == 7'd12) ? pwm_out : 1'b0;
	assign trans8 = (base_cycle_counter_reg[6:0] == 7'd14) ? pwm_out : 1'b0;
	assign trans9 = (base_cycle_counter_reg[6:0] == 7'd16) ? pwm_out : 1'b0;
	assign trans10 = (base_cycle_counter_reg[6:0] == 7'd18) ? pwm_out : 1'b0;
	assign trans11 = (base_cycle_counter_reg[6:0] == 7'd20) ? pwm_out : 1'b0;
	assign trans12 = (base_cycle_counter_reg[6:0] == 7'd22) ? pwm_out : 1'b0;
	assign trans13 = (base_cycle_counter_reg[6:0] == 7'd24) ? pwm_out : 1'b0;
	assign trans14 = (base_cycle_counter_reg[6:0] == 7'd26) ? pwm_out : 1'b0;
	assign trans15 = (base_cycle_counter_reg[6:0] == 7'd28) ? pwm_out : 1'b0;
	assign trans16 = (base_cycle_counter_reg[6:0] == 7'd30) ? pwm_out : 1'b0;
	assign trans17 = (base_cycle_counter_reg[6:0] == 7'd32) ? pwm_out : 1'b0;
	assign trans18 = (base_cycle_counter_reg[6:0] == 7'd34) ? pwm_out : 1'b0;
	assign trans19 = (base_cycle_counter_reg[6:0] == 7'd36) ? pwm_out : 1'b0;
	assign trans20 = (base_cycle_counter_reg[6:0] == 7'd38) ? pwm_out : 1'b0;
	assign trans21 = (base_cycle_counter_reg[6:0] == 7'd40) ? pwm_out : 1'b0;
	assign trans22 = (base_cycle_counter_reg[6:0] == 7'd42) ? pwm_out : 1'b0;
	assign trans23 = (base_cycle_counter_reg[6:0] == 7'd44) ? pwm_out : 1'b0;
	assign trans24 = (base_cycle_counter_reg[6:0] == 7'd46) ? pwm_out : 1'b0;
	assign trans25 = (base_cycle_counter_reg[6:0] == 7'd48) ? pwm_out : 1'b0;
	assign trans26 = (base_cycle_counter_reg[6:0] == 7'd50) ? pwm_out : 1'b0;
	assign trans27 = (base_cycle_counter_reg[6:0] == 7'd52) ? pwm_out : 1'b0;
	assign trans28 = (base_cycle_counter_reg[6:0] == 7'd54) ? pwm_out : 1'b0;
	assign trans29 = (base_cycle_counter_reg[6:0] == 7'd56) ? pwm_out : 1'b0;
	assign trans30 = (base_cycle_counter_reg[6:0] == 7'd58) ? pwm_out : 1'b0;
	assign trans31 = (base_cycle_counter_reg[6:0] == 7'd60) ? pwm_out : 1'b0;
	assign trans32 = (base_cycle_counter_reg[6:0] == 7'd62) ? pwm_out : 1'b0;
	assign trans33 = (base_cycle_counter_reg[6:0] == 7'd64) ? pwm_out : 1'b0;
	assign trans34 = (base_cycle_counter_reg[6:0] == 7'd66) ? pwm_out : 1'b0;
	assign trans35 = (base_cycle_counter_reg[6:0] == 7'd68) ? pwm_out : 1'b0;
	assign trans36 = (base_cycle_counter_reg[6:0] == 7'd70) ? pwm_out : 1'b0;
	assign trans37 = (base_cycle_counter_reg[6:0] == 7'd72) ? pwm_out : 1'b0;
	assign trans38 = (base_cycle_counter_reg[6:0] == 7'd74) ? pwm_out : 1'b0;
	assign trans39 = (base_cycle_counter_reg[6:0] == 7'd76) ? pwm_out : 1'b0;
	assign trans40 = (base_cycle_counter_reg[6:0] == 7'd78) ? pwm_out : 1'b0;
	assign trans41 = (base_cycle_counter_reg[6:0] == 7'd80) ? pwm_out : 1'b0;
	assign trans42 = (base_cycle_counter_reg[6:0] == 7'd82) ? pwm_out : 1'b0;
	assign trans43 = (base_cycle_counter_reg[6:0] == 7'd84) ? pwm_out : 1'b0;
	assign trans44 = (base_cycle_counter_reg[6:0] == 7'd86) ? pwm_out : 1'b0;
	assign trans45 = (base_cycle_counter_reg[6:0] == 7'd88) ? pwm_out : 1'b0;
	assign trans46 = (base_cycle_counter_reg[6:0] == 7'd90) ? pwm_out : 1'b0;
	assign trans47 = (base_cycle_counter_reg[6:0] == 7'd92) ? pwm_out : 1'b0;
	assign trans48 = (base_cycle_counter_reg[6:0] == 7'd94) ? pwm_out : 1'b0;
	assign trans49 = (base_cycle_counter_reg[6:0] == 7'd96) ? pwm_out : 1'b0;
endmodule
--- flow/run.sh ---
#!/bin/bash
# OpenROAD 26Q1-2900-gdf79404cd8, Yosys 0.63+post, stock flow scripts
make -C /OpenROAD-flow-scripts/flow DESIGN_CONFIG=/design/flow/config.mk WORK_HOME=/design/flow/orfs finish
==> results.tsv <==
stage	metric	value	unit
outcome	outcome	complete, no violations	
drt	# DRC	0	
sta	crit path time final	3.498	ns
sta	count of unclocked register or latch pins	23	
logic_synthesis	distinct cell type count after synthesis	38	
critical_path	worst r2r dst	pwm_base_reg[5]	
place	Placed Instance Area	2790	um^2
critical_path	FF-to-FF path depth	4	
sta	RSZ-0062 raised after global routing	no	
sta	Fin Setup TNS	0	ns
critical_path	reg2reg setup slack	3.94	ns
logic_synthesis	syn_area_per_cell	7.960	um^2
flow_run	OpenROAD warning count	29	
pwr	leakage power total	1.023	nW
critical_path	worst r2r src	pwm_base_reg[4]	
logic_synthesis	Post-synth top cells	nor2_1 (80), dfxtp_1 (44), xnor2_1 (18), nand2_1 (16), clkbuf_1 (15)	
flow_run	Max Cap Viol	0	
global_route	total grt overflow	0	
logic_synthesis	yosys warns	1	
drt	total wire length	4094	um
sta	Worst Max-Slew Pin Slew	0.8248	ns
clocking	Clock Tree Buf Depth	2	
worst_hold_path	hold path start	pwm_base_reg[0]	
floorplanning	Core Util at FP	0.3095	
place	Port Buffers	49	
logic_synthesis	yosys synthesis chip area	2245	um^2
clocking	CTS tree	done	
logic_synthesis	Max-area cell share	0.3924	
logic_synthesis	fa+ha+maj area frac	0.04459	
worst_hold_path	hold path depth	1	
clocking	Post-CTS Setup Repair Bufs	0	
finish	Logic area	1269	um^2
global_route	GRT busiest layer	met2	
critical_path	maximum fanout along the worst path	12	
global_route	initial antenna violation count	0	
logic_synthesis	EDFF count, synth	0	
logic_synthesis	Post-Syn Instances	282	
global_route	global routing usage on met3	0.01892	
global_route	GR met1 Demand/Resource	0.1519	
global_route	largest net degree at the start of global routing	22	
sta	Max Clock Freq	285.9	MHz
logic_synthesis	Mux area share	0.004459	
global_route	GR Layer Usage met2	0.1853	
floorplanning	number of core rows	31	
critical_path	Critical Path Source Type	flip-flop	
floorplanning	chip height	88.50	um
sta	final setup vio count	0	
logic_synthesis	yosys aoi share	0.02062	
sta	Hold Violations, Final	0	
global_route	GRT Total Usage	0.1074	
drt	WL per Instance	9.841	um
logic_synthesis	ys flop type	dfxtp_1	
drt	First-pass DRT Iterations	4	
critical_path	required time worst endpoint	4.72	ns
logic_synthesis	and+or+nand+nor area frac	0.3707	
drt	Antenna Nets Post-Route	0	
clocking	H-tree Lvls	1	
place	Post-DP HPWL	3185	um
critical_path	Setup CP Type	reg2out	
drt	number of vias per cell	4.478	
pwr	total chip power	233.6	uW
logic_synthesis	Seq share, synth	0.3924	
clocking	CTS resizes	0	
clocking	worst skew pair latency	0.26	ns
finish	filler cell count	738	
global_route	vias in the first global route	1522	
worst_hold_path	type of the most critical hold path	reg2reg	
clocking	Clock Tree Root	clkbuf_8	
critical_path	Crit-path slowest cell	or4b_1	
drt	Vias	1863	
clocking	Clock transition at path regs	0.07	ns
logic_synthesis	synthesized area	2245	um^2
sta	post-layout period usage	0.5929	
logic_synthesis	xor/xnor share	0.1249	
logic_synthesis	top-count cell post-synth	nor2_1	
finish	layout cells sized above 1	0.04416	
floorplanning	die area	7832	um^2
clocking	CTS Hold Bufs	0	
finish	max FFs per register	16	
place	Placer Congestion	0.8593	
floorplanning	IO Pins	50	
clocking	CTS Buf Count	3	
floorplanning	chip width	88.50	um
critical_path	Crit path buffers/inverters	2	
logic_synthesis	Synth area leaders	dfxtp_1 (39%), nor2_1 (13%), xnor2_1 (7.0%)	
pwr	Cell Pwr Density	82.36	nW/um^2
floorplanning	core box area	7253	um^2
logic_synthesis	yosys cell count	282	
logic_synthesis	#FFs+latches synth	44	
finish	FF+latch area	880.8	um^2
pwr	maximum vdd drop	81.06	uV
logic_synthesis	asr flop ratio synth	0	
critical_path	Top Family by Delay on Critical Path	simple AND/OR/NAND/NOR gates	
critical_path	Worst Path Arrival	2.32	ns
logic_synthesis	main logic family after synthesis	simple AND/OR/NAND/NOR gates	
global_route	first-pass GRT wire length	6775	um
finish	fin area	2836	um^2
sta	Slew HR	0.4471	
sta	endpoints left unconstrained	23	
finish	Layout area overhead	26.37	%
drt	Detailed Route Iter0 Violations	62	
critical_path	crit-path max cell delay	0.58	ns
drt	antenna cells	0	
sta	Final Skew	0.002102	ns
logic_synthesis	Synth area leader	dfxtp_1	
critical_path	Setup crit end kind	output port	
critical_path	CP Cell Sequence	inv_1 -> ha_1 -> and4_4 -> or4b_1 -> nor2_1 -> clkdlybuf4s50_1	
worst_hold_path	hold endpoint	pwm_base_reg[0]	
sta	Slew Viols, Final	0	
-- logic make-up (layout without fill, tap and decap cells) --
group / count (synthesis) / count (layout)
compound gates: 8 / 8
xor+xnor: 32 / 32
fa+ha+maj: 8 / 8
buf+inv: 24 / 59
flops: 44 / 44
mux: 1 / 1
simple gates: 165 / 165
-- layout make-up --
cell class                      instances  area share
Clock buffer                            3     0.01456
Clock inverter                          1    0.001764
Inverter                                5    0.006617
Multi-Input combinational cell        214      0.4473
Sequential cell                        44      0.3105
Tap cell                               99     0.04367
Timing Repair Buffer                   50      0.1756
-- worst register-to-register path, delay by kind of cell (launching register included) --
family	cells	cell delay, ns
and+or+nand+nor	3	1.15
buffers and inverters	1	0.34
DFF	1	0.35
-- per-stage QoR --
step | setup WS, ns | utilization | hold WS, ns | instances
finish | 2.402 | 0.3911 | 0.4640 | 416
global placement | 2.727 | 0.3847 | 0.4472 | 412
floorplan | 3.235 | - | 0.4292 | 282
global route | 2.262 | 0.3911 | 0.5077 | 416
CTS | 2.388 | 0.3911 | 0.4709 | 416
detailed placement | 2.681 | 0.3847 | 0.4533 | 412
-- placed cells by master, fill, tap and decap left out, types with 5 or more instances in the layout --
master and count:
nor2_1 80, clkdlybuf4s50_1 49, dfxtp_1 44, xnor2_1 18, nand2_1 16, xor2_1 14
nand3_1 13, nand4_1 9, ha_1 8, or3_1 7, nor4_1 5, nor3_1 5
inv_1 5
-- routing by layer --
metal	vias up	wire length (um)
met3	0	284
met1	803	2048
met4	0	0
li1	1001	-
met2	59	1761
met5	-	0
-- where the power goes --
part	switching, mW	total [mW]	internal, mW
registers	0	0.142	0.142
logic	0	0.000000643	0
clock network	0.0451	0.0920	0.0470
total	0.0451	0.234	0.189
-- worst max-delay path by stage --
stage | startpoint | to | cells past startpoint
final | pwm_duty_reg[0] | trans1 | 6
after global routing | pwm_duty_reg[0] | trans10 | 6
after CTS | pwm_duty_reg[0] | trans1 | 6
Power is estimated from default activity; no workload was simulated.
